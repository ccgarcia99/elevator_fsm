==> ./config.mk <==
export PLATFORM = sky130hd
export DESIGN_NAME = elevator_fsm
export DESIGN_NICKNAME = elevator_fsm
export VERILOG_FILES = /design/flow/design.v
export SDC_FILE = /design/flow/constraint.sdc
export NUM_CORES = 4
export LEC_CHECK = 1
export CORE_AREA = 10 10 70 70
export DIE_AREA = 0 0 80 80
==> ./constraint.sdc <==
current_design elevator_fsm

set clk_period 1.5
set clk_io_pct 0.2

create_clock -name clk0 -period $clk_period [get_ports {clk}]

set non_clock_inputs [all_inputs -no_clocks]
set_input_delay [expr $clk_period * $clk_io_pct] -clock clk0 $non_clock_inputs
set_output_delay [expr $clk_period * $clk_io_pct] -clock clk0 [all_outputs]
==> ./design.v <==
module elevator_fsm (
  input wire clk,
  input wire reset,
  input wire up_button,
  input wire down_button,
  output reg motor_up,
  output reg motor_down,
  output reg open_door,
  output reg close_door,
  output reg [3:0] floor
);
  reg [1:0] state;
  reg [1:0] next_state;
  floor_display OurFloor (
	.clk(clk),
	.reset(reset),
	.floor(floor),
	.display()
  );
  always @(posedge clk or posedge reset) begin
    if (reset)
      state <= 2'b00;  
    else
      state <= next_state;
  end
  always @(state or up_button or down_button) begin
    case (state)
      2'b00:  
        if (up_button) begin
          next_state = 2'b01;  
          motor_up = 1;
          motor_down = 0;
          open_door = 0;
          close_door = 1;
        end
        else if (down_button) begin
          next_state = 2'b10;  
          motor_up = 0;
          motor_down = 1;
          open_door = 0;
          close_door = 1;
        end
        else begin
          next_state = 2'b00;  
          motor_up = 0;
          motor_down = 0;
          open_door = 1;
          close_door = 0;
        end
      2'b01:  
        if (down_button) begin
          next_state = 2'b10;  
          motor_up = 0;
          motor_down = 1;
          open_door = 0;
          close_door = 1;
        end
        else if (up_button) begin
          next_state = 2'b01;  
          motor_up = 1;
          motor_down = 0;
          open_door = 0;
          close_door = 1;
        end
        else begin
          next_state = 2'b00;  
          motor_up = 0;
          motor_down = 0;
          open_door = 1;
          close_door = 0;
        end
      2'b10:  
        if (up_button) begin
          next_state = 2'b01;  
          motor_up = 1;
          motor_down = 0;
          open_door = 0;
          close_door = 1;
        end
        else if (down_button) begin
          next_state = 2'b10;  
          motor_up = 0;
          motor_down = 1;
          open_door = 0;
          close_door = 1;
        end
        else begin
          next_state = 2'b00;  
          motor_up = 0;
          motor_down = 0;
          open_door = 1;
          close_door = 0;
        end
      default:
		 begin
        next_state = 2'b00;  
        motor_up = 0;
        motor_down = 0;
        open_door = 1;
        close_door = 0;
		  end
    endcase
  end
  always @(posedge clk) begin
    case (state)
      2'b00: floor = 4'b0000;  
      2'b01: floor = 4'b0001;  
      2'b10: floor = 4'b0010;  
      default: floor = 4'bXXXX;  
    endcase
  end
endmodule
module floor_display (
  input wire clk,
  input wire reset,
  input wire [3:0] floor,
  output reg [3:0] display
);
  reg [3:0] current_floor;
  always @(posedge clk or posedge reset) begin
    if (reset)
      current_floor <= 4'b0000;  
    else
      current_floor <= floor;
  end
  always @(current_floor) begin
    case (current_floor)
      4'b0000: display = 4'b0000;  
      4'b0001: display = 4'b0001;  
      4'b0010: display = 4'b0010;  
      4'b0011: display = 4'b0011;  
      4'b0100: display = 4'b0100;  
      default: display = 4'bXXXX;  
    endcase
  end
endmodule
==> ./run.sh <==
#!/bin/bash
# OpenROAD 26Q1-2900-gdf79404cd8, Yosys 0.63+post, stock flow scripts
make -C /OpenROAD-flow-scripts/flow DESIGN_CONFIG=/design/flow/config.mk WORK_HOME=/design/flow/orfs finish
==> impl_metrics.tcl <==
# collected from the flow reports
set metrics [dict create \
    critPathMaxFanout 4 \
    vias 195 \
    diodes 0 \
    grt_pass1_vias 233 \
    path_clk_slew_ps 40 \
    finalClockPeriodUsage_pct 96.8 \
    finalSetupViolations 0 \
    htreeDepth 1 \
    core_mm2 0.00342 \
    reg2reg_to "state[2]" \
    filler_cell_count 408 \
    ys_warn_count 2 \
    status "completed" \
    fp_util_pct 6.45 \
    area_growth_syn_to_layout_pct 85.8 \
    insertion_delay_ps 240 \
    die_w_um 80 \
    rows 21 \
    drt_iter0_markers 2 \
    worstPathBufferInverterCount 2 \
    top_area_share_pct 22.7 \
    antenna_found_initial 0 \
    critPathArrivalTime_ps 1150 \
    syn_area_um2 220 \
    synth_area_leader_cell "dfrtp_1" \
    hold_buffers 0 \
    path_class "reg -> out" \
    r2r_slack_ps 540 \
    ant_nets 0 \
    critPathTopFamily "flip-flops" \
    die_area_mm2 0.00640 \
    root_buffer "clkbuf_4" \
    grt_pass1_wl_um 1070 \
    postSynthAreaPerCell_um2 9.57 \
    post_drt_wl_per_cell_um 7.48 \
    cts_tree "done" \
    wl_um 628 \
    cp-start-kind "flop" \
    finalWeightedCongestion 0.748 \
    grt_max_degree 6 \
    worst_slack_ps 48.0 \
    topCellsByArea "dfrtp_1, dfxtp_1, dfstp_2" \
    hold_class "in -> async" \
    numPortBuffers 9 \
    vias_per_cell 2.32 \
    cp.depth 4 \
    p_per_area_mw_per_mm2 906 \
    ys_types 16 \
    die_y_um 80 \
    ys_area_um2 220 \
    skew_ps 2.06 \
    warnings 26 \
    fin_tns_setup_ps 0 \
    reg2reg_from "state[0]" \
    crit_start "state[0]" \
    finalPower_w 0.000371 \
    max_stage_delay_ps 530 \
    hpwl_um 474 \
    dpl-instance-area_um2 372 \
    cp-endpoint "motor_up" \
    hold_ws_ps 244 \
    overflow 0 \
    stdcell_area_um2 409 \
    reg2reg_depth 3 \
    seq_area_frac_synth_pct 52.8 \
    hold_viol_final 0 \
    cpMaxStageDelayCell "dfstp_2" \
    crit_required_ps 1200 \
    numSynthFlops 5 \
    post-route-drc-count 0 \
    grt_usage_pct 2.23 \
    drt_first_pass_iters 2 \
    fmax_mhz 689 \
    rsz0062_at_grt "yes" \
    cts_buffers 3 \
    cts_buffer_depth 2 \
    p_leak_nw 0.179 \
    maxCapViolCount 0 \
    worstPathCellList "nor2_4 > buf_4 > a21boi_2 > buf_2" \
    cts.sinks 5 \
    end_kind "primary output" \
    syn_inst 23 \
    period_needed_ps 1450 \
    ir_drop_uv 382 \
    slew_violations 0 \
    drive_gt1_share_pct 47.4 \
    preCtsSetupSlack_ps -377 \
    ios 12 \
    ys_cells 23 \
]
[synth_stat cells]
cell      number
nor2_1         1
buf_4          2
nand2_1        1
inv_1          2
dfstp_2        1
dfxtp_1        2
a21oi_1        1
dfrtp_1        2
o21ai_0        1
a21boi_0       2
a21boi_2       1
clkbuf_1       2
nand2b_1       2
nor2_2         1
conb_1         1
a21o_1         1
[power breakdown]
part           total (W)  internal [W]  switching (W)
logic          0.0000647     0.0000406      0.0000241
clock network   0.000154      0.000100      0.0000538
registers       0.000152      0.000145     0.00000654
[how the worst min path moves through the flow]
stage                 startpoint       end  slack (ps)  cells past startpoint
final                      reset  state[2]         240                      2
after global routing       reset  state[2]         240                      2
after CTS                  reset  state[2]         230                      2
[what timing repair did]
item / in CTS / in global routing
pin swaps: 2 / 2
resized: 16 / 4
endpoints found under the hold margin: 0 / 0
endpoints found under the setup margin: 4 / 4
buffers inserted: 2 / 0
[registers in the layout, summed over array words and instances (netlist names)]
name,count
state,3
floor,2
[cell usage in the layout (no fill, tap or decap)]
cell and count:
buf_4 4, clkbuf_4 3, clkdlybuf4s50_1 3, nand2b_1 2, inv_1 2, a21boi_0 2, conb_1 2, dfxtp_1 2
dlygate4sd2_1 2, buf_2 2, clkbuf_2 2, dfrtp_1 2, nor2_4 1, a21boi_2 1, nand2_1 1, o21ai_2 1
nor2_2 1, a21o_1 1, a21oi_2 1, clkbuf_1 1, buf_6 1, dfstp_2 1
[cells by family (layout without fill, tap and decap cells)]
kind of cell / after synthesis / after routing / synth area share [%]
AOI/OAI and AO/OA: 6 / 6 / 19.9
buffers and inverters: 6 / 20 / 13.6
DFF: 5 / 5 / 52.8
and+or+nand+nor: 5 / 5 / 11.9
other: 1 / 2 / 1.70
[layout make-up]
| class | instances | area (µm²) | share of cell area [%] |
|---|---|---|---|
| multi-input cells | 13 | 92.6 | 22.6 |
| clock buffers | 4 | 26.3 | 6.42 |
| well taps | 46 | 57.6 | 14.1 |
| inverters | 2 | 7.51 | 1.83 |
| repair buffers | 14 | 109 | 26.6 |
| flip-flops and latches | 5 | 116 | 28.4 |
[metal layers]
metal  routed length [µm]  GRT usage (%)
met1                  312           2.74
met2                  172           2.09
met3                  137           3.07
met4                    5          0.352
met5                    0              0
[per-stage QoR]
stage	instances	util, %
after floorplan	24	-
after global placement	78	10.9
after detailed placement	78	10.9
after CTS	84	12.1
after global routing	84	12.0
final	84	12.0
